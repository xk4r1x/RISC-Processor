**design/flow/run.sh**
```bash
#!/bin/bash
# OpenROAD 26Q1-2900-gdf79404cd8, Yosys 0.63+post, stock flow scripts
make -C /OpenROAD-flow-scripts/flow DESIGN_CONFIG=/design/flow/config.mk WORK_HOME=/design/flow/orfs finish
```
**design/flow/config.mk**
```make
export PLATFORM = sky130hd
export DESIGN_NAME = Hazard_Detection
export DESIGN_NICKNAME = Hazard_Detection
export VERILOG_FILES = /design/flow/design.v
export SDC_FILE = /design/flow/constraint.sdc
export NUM_CORES = 4
export LEC_CHECK = 1
export CORE_AREA = 10 10 70 70
export DIE_AREA = 0 0 80 80
```
**design/flow/constraint.sdc**
```tcl
current_design Hazard_Detection

set clk_period 2.5
set clk_io_pct 0.2

create_clock -name clk0 -period $clk_period

set non_clock_inputs [all_inputs -no_clocks]
set_input_delay [expr $clk_period * $clk_io_pct] -clock clk0 $non_clock_inputs
set_output_delay [expr $clk_period * $clk_io_pct] -clock clk0 [all_outputs]
```
**design/flow/design.v**
```verilog
module Hazard_Detection (
   input logic ID_EX_MemRead,
   input logic [4:0] ID_EX_Rt, IF_ID_Rs, IF_ID_Rt,
   output logic Stall
);
   always_comb begin
      if (ID_EX_MemRead && ((ID_EX_Rt == IF_ID_Rs)||(ID_EX_Rt == IF_ID_Rt)))
         Stall = 1;
      else
         Stall = 0;
   end
endmodule
```
==> qor.txt <==
status: finished clean
Slew Limit Fails: 0
PortBufs: 17
chip width: 80 um
slack of the critical path: 0.0689 ns
hold buffer count at cts: 0
CP Capture Type: output port
first-pass GRT wire length: 779 um
slowest CP cell: clkdlybuf4s50_1
DR WL/cell: 7.09 um
Ports: 17
Max-Cap Viols: 0
unrepaired setup endpoints after global routing: false
HP Class: in2out
vias in the first global route: 169
chip area estimate from yosys synthesis: 114 sq um
first-pass detailed-route iteration total: 2
Mapped Area: 114 sq um
critical path class: in2out
initial antenna violation count: 0
CLK BUF: 0
largest net degree at the start of global routing: 3
layout cell share with drive strength beyond 1: 3.13%
Hold Path End: Stall
routed wire length: 553 um
Worst path max stage delay: 0.53 ns
Total Power: 0.0500 mW
post-CTS resize count: 0
Register Area: 0 sq um
Post-Place Setup Slack: 0.0489 ns
multi-input logic area: 121 sq um
Synth Seq Share: 0%
Filler Cell Count: 393
core box area: 0.00342 sq mm
Slew @ Worst Pin: 0.170 ns
post-placement cell count: 78
Arr. time, crit path: 1.93 ns
min Tclk post-route: 2.43 ns
distinct cell type count after synthesis: 4
Flops: 0
hold path cells: 4
pwr/cell area: 143 mW/mm^2
DRC: 0
gr usage total: 1.48%
Finished Layout Cells: 78
post-layout period usage: 97.2%
global placement routability congestion: 0.825
Synth Instances: 15
Hold Path Origin: ID_EX_MemRead
Overflow after GRT: 0
Post CTS Setup Buffer Count: 0
Starting DRT DRC Count: 4
number of diodes: 0
most used cell, CP: clkdlybuf4s50_1
Post-DP HPWL: 509 um
endpoints failing hold: 0
CP Launch Type: primary input
Yosys Instances: 15
Mean Syn Cell Area: 7.59 sq um
tool warnings: 32
Final ANT Viol Nets: 0
crit path cell chain: clkdlybuf4s50_1 -> xnor2_2 -> nand4_1 -> o22ai_1 -> clkdlybuf4s50_1
Synth warnings: 1
VDD IR-drop max: 0.0179 mV
setup TNS: 0 ns
Slew headroom: 88.6%
Crit Path Max Fanout: 2
vias after detailed routing: 160
# rows: 21
required time worst endpoint: 2.00 ns
setup violators final: 0
highest clock rate: 0.411 GHz
Starting Density: 3.33%
Via-to-Cell Ratio: 2.05
Chip Area: 0.00640 sq mm
Leak Pwr: 0.0987 nW
die height: 80 um
synthesis-to-finish area growth: 207%
power breakdown:
| part | switching [mW] | internal (mW) |
|---|---|---|
| logic | 0.0146 | 0.0355 |
| clock network | 0 | 0 |
| registers | 0 | 0 |
| total | 0.0146 | 0.0355 |
logic make-up after synthesis:
family | Yosys count | synth area share, %
XOR/XNOR | 10 | 76.9
AND/OR/NAND/NOR | 4 | 17.6
AND-OR/OR-AND | 1 | 5.50
area by class of cell:
| cell class | count | area share, % |
|---|---|---|
| timing repair buffer | 17 | 48.7 |
| multi-input combinational | 15 | 34.8 |
| tap | 46 | 16.5 |
worst max-delay path by stage:
stage	start	endpoint	slack, ns	cells past startpoint
CTS	ID_EX_Rt[2]	Stall	0.04	5
finish	ID_EX_Rt[2]	Stall	0.07	5
global route	ID_EX_Rt[3]	Stall	0.02	5
through the flow:
stage | hold WS, ns | util, % | area [sq um]
after CTS | 1.95 | 10.0 | 342
after global placement | 1.95 | 10.0 | 342
after global routing | 1.97 | 10.2 | 349
after floorplan | 1.07 | - | 114
final | 1.94 | 10.2 | 349
after detailed placement | 1.95 | 10.0 | 342
Yosys cell counts, drive strengths merged:
master / number / area [sq um]
xnor2: 10 / 87.6
o22ai: 1 / 6.26
nand2: 2 / 7.51
nand4: 2 / 12.5
worst max-delay path: cells and delay by family:
family / cells / cell delay (ns)
and+or+nand+nor: 1 / 0.11
xor gates and xnor gates: 1 / 0.13
AOI/OAI and AO/OA: 1 / 0.17
buffers and inverters: 2 / 1.02
routing by layer:
layer  routed length [um]  GRT usage, %
met5                    0             0
met4                    0             0
met3                  112         0.795
met2                  225          2.41
met1                  215          1.78
placed cells by master (no fill, tap or decap):
cell type,netlist,layout
clkdlybuf4s50_1,0,17
xnor2_1,10,9
xnor2_2,0,1
o22ai_1,1,1
nand4_1,2,2
nand2_1,2,2
No activity file was given, so power comes from the tool's default toggle rates.
