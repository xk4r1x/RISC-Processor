File: design/flow/config.mk
export PLATFORM = sky130hd
export DESIGN_NAME = Pipeline_Registers
export DESIGN_NICKNAME = Pipeline_Registers
export VERILOG_FILES = /design/flow/design.v
export SDC_FILE = /design/flow/constraint.sdc
export NUM_CORES = 4
export LEC_CHECK = 1
export CORE_AREA = 10 10 94 94
export DIE_AREA = 0 0 104 104
File: design/flow/constraint.sdc
current_design Pipeline_Registers

set clk_period 1.0
set clk_io_pct 0.2

create_clock -name clk0 -period $clk_period [get_ports {clk}]

set non_clock_inputs [all_inputs -no_clocks]
set_input_delay [expr $clk_period * $clk_io_pct] -clock clk0 $non_clock_inputs
set_output_delay [expr $clk_period * $clk_io_pct] -clock clk0 [all_outputs]
File: design/flow/design.v
module Pipeline_Registers (
    input logic clk, reset,
    input logic [31:0] inData,
    output logic [31:0] outData
);
    always_ff @(posedge clk or posedge reset) begin
        if (reset)
            outData <= 32'b0;
        else
            outData <= inData;
    end
endmodule
File: design/flow/run.sh
#!/bin/bash
# OpenROAD 26Q1-2900-gdf79404cd8, Yosys 0.63+post, stock flow scripts
make -C /OpenROAD-flow-scripts/flow DESIGN_CONFIG=/design/flow/config.mk WORK_HOME=/design/flow/orfs finish
==> summary.txt <==
Reports from this run.

- The aggregate routed wire length reads 2430 um.
- The share of synthesized cell area in and-or and or-and compound cells reads 0%.
- The number of buffers inserted to repair setup after CTS is 0.
- The share of cells above drive strength 1 is 37.4%.
- The area growth from synthesis to layout reads 89.0%.
- The clock tree root buffer cell is sky130_fd_sc_hd__clkbuf_8.
- The average via count per standard cell reads 2.65.
- The number of buffers and inverters on the critical path is 1.
- The sequential area share after synthesis reads 99.5%.
- The maximum resistive drop on vdd is 419 uV.
- The global routing usage summed across all routing layers is 4.60%.
- The total number of clock tree sinks reads 32.
- Summing every instance area after synthesis gives 805 um2.
- The pin count of the biggest net entering global routing is 26.
- The smallest clock period supported by the final layout is computed as 0.963 ns.
- The post-CTS hold buffer count recorded in the log is 0.
- The worst-path maximum fanout reads 1.
- The power per cell area is 1650 nW/um2.
- The number of iterations in the first detailed-routing pass reads 2.
- Summing the areas of all fa, ha and maj instances in the mapped netlist gives 0% of the synthesized area.
- The wire length of the first global-routing pass reads 3840 um.
- The count of warnings emitted by yosys is 1.
- The number of nets with antenna violations after detailed routing is 0.
- The die extent in y reads 104 um.
- Synthesis produced a netlist whose cell count is 33.
- The number of endpoints with negative hold slack in the final report is 0.
- The area of the synthesized netlist per yosys stat is 805 um2.
- Ranking logic cells in the layout by count gives the top entries sky130_fd_sc_hd__clkdlybuf4s50_1 (33), sky130_fd_sc_hd__dfrtp_1 (32), sky130_fd_sc_hd__buf_2 (32), sky130_fd_sc_hd__clkbuf_8 (5).
- Dividing the final minimum period by the clock period gives 96.3%.
- Grouping stages by cell kind, the critical path spends the most delay in flip-flops.
- The top cell type's share of synthesized area is 99.5%.
- For this design, the slowest cell found on the critical path is sky130_fd_sc_hd__dfrtp_1.
- The core region is 6830 um2.
- Traced cell by cell, the critical path runs through buf_2.
- The share of the core area taken by cells at floorplan is 11.8%.
- The max-capacitance violation count reads 0.
- Setup repair after global routing left no endpoint under its margin.
- The required time of the critical path reads 0.80 ns.
- The flow ran to the end, and the final reports show no timing, DRC or antenna violations.
- In this run the worst hold path is classified as primary input to asynchronous set/reset pin.
- The final weighted congestion in routability-driven placement is 0.656.
- Buffers placed on the I/O ports in this run total 65.
- The total count of max-transition violations in the final report is 0.
- The via count of the first global-routing pass is 613.
- After synthesis, the cell types taking the most area are sky130_fd_sc_hd__dfrtp_1 (100%), sky130_fd_sc_hd__inv_1 (0.47%).
- According to the floorplan report, the total die area is 10800 um2.
- Of the total synthesized cell area, the portion taken by XOR and XNOR cells is 0%.
- STA classifies the critical path startpoint as a register.
- The largest registers in the layout are outData: 32 flops.
- The TritonCTS clock tree reads built.
- The number of placement rows reads 30.
- The path length in cells of the critical path is 1.
- By instance count after routing, the leading logic cell type is sky130_fd_sc_hd__clkdlybuf4s50_1.
- The per-instance average area after synthesis reads 24.4 um2.
- STA classifies the critical path endpoint as an output pin.
- The flip-flop count of the largest register after layout is 32.
- Per the detail_route report, routed wire per instance is 12.0 um.
- The area occupied by multi-input gates reads 0 um2.
- The I/O pin count is 66.
- The via total after detailed routing is 538.
- The total number of warnings across the stage logs reads 25.
- The clock-pin slew of the registers on the worst-case setup and hold paths reads 0.06 ns.
- Of all cell types, the one taking the most synthesized area is sky130_fd_sc_hd__dfrtp_1.
- Global routing finished with a remaining overflow of 0.
- The start-to-end type of the worst setup path is register to output pin.
- Final hold analysis gives a worst-case slack of 0.310 ns.
- The multiplexer area fraction after synthesis reads 0%.
- Summing all placed instances gives a cell area of 1600 um2.
- The die outline width reads 104 um.
- The filler cells instantiated in the layout total 741.
- The DRC violation total left in the routed layout is recorded as 0.
- Yosys shows that the main logic family after synthesis is buffers and inverters.
- The slew of the pin with the lowest slew margin is 0.153 ns.
- The synthesized-area fraction occupied by and/or/nand/nor cells is 0%.
- The initial antenna violation count is 0.
- The distinct cell type count after synthesis reads 2.
- The yosys stat cell total is 33.
- The static leakage power is 0.688 nW.
- The total clock buffers created by CTS is 5.
- The worst slew margin relative to its limit reads 89.8%.
- The top register by number of flip-flops is outData.
- The delay contributed by the slowest stage of the critical path reads 0.37 ns.
- The post-layout instance count excluding filler cells is 203.
- The maximum frequency from static timing analysis reads 1040 MHz.
- The maximum count of clock buffers along a single path reads 2.
- The violation count after the first detailed-route iteration is 13.
- The number of placed instances, taps included reads 196.
- The post-synthesis register bit count is 32.
- The arrival time of data at the critical path endpoint reads 0.76 ns.
- Post-CTS repair changed the size of 98 cells.
- The total inserted antenna cells is 0.
- The post-route standard cell area excluding fillers reads 1520 um2.
- The HPWL reported at the end of detailed placement is 1940 um.
- The end-of-flow timing check tallies setup violations at 0.
- The number of combinational gates with multiple inputs is 0.
- CTS built an H-tree with a depth of 2.
==> stage by stage <==
step	setup slack (ns)	power, mW	utilization [%]	TNS, ns
floorplan	0.109	1.40	-	0
global placement	-0.00947	1.69	23.5	-0.00947
detailed placement	-0.00169	1.69	23.5	-0.00169
CTS	0.0247	2.58	22.3	0
global route	0.000515	2.66	22.3	0
finish	0.0368	2.50	22.3	0
==> cells in the mapped netlist <==
| library cell | instances |
|---|---|
| sky130_fd_sc_hd__dfrtp_1 | 32 |
| sky130_fd_sc_hd__inv_1 | 1 |
==> where the power goes <==
group	switching (mW)	internal, mW
sequential	0.0130	1.36
combinational	0.0566	0.163
clock	0.440	0.472
==> final cells by class <==
type                  instances  area, um2  share of cell area [%]
Clock buffer                  6       72.6                    4.77
Clock inverter                1       5.00                   0.329
Timing Repair Buffer         67        518                    34.1
Sequential cell              32        801                    52.7
Tap cell                     96        120                    7.90
Inverter                      1       3.75                   0.247
==> final timing paths <==
path	from	to	slack [ns]
worst max-delay path	outData[23]	outData[23]	0.04
worst min-delay path	reset	outData[30]	0.31
max in group asynchronous	reset	outData[21]	0.53
min in group clk0	inData[22]	outData[22]	0.36
==> layer usage <==
metal / wire, um / up-vias / GRT usage, %
li1: - / 244 / -
met1: 1140 / 248 / 6.46
met2: 1010 / 43 / 5.99
met3: 255 / 3 / 2.69
met4: 32 / 0 / 0.795
met5: 0 / - / 0
==> kinds of logic (layout without fill, tap and decap cells) <==
kind of cell,Yosys count,in the layout
flops,32,32
buf+inv,1,75
Power is estimated from default activity; no workload was simulated.
